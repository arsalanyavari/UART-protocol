### /design/flow/design.v
module sender (
    clk,
	send_flag,
    send_data , 
    out_serial_bit,
);
	parameter bowd_rate = 9600 ; 
    parameter clk_pariod = 50;
	input send_flag,clk;
    input [6:0] send_data;
    output reg  out_serial_bit = 1'b1;
    reg [9:0] data_reg;
    integer curent_pos = 1; 
    integer max_clk = ((1000000000/bowd_rate) / clk_pariod) - 5 ; 
    integer clk_counter = -1  ;
    integer  i;
    integer counter_even = 0 ;
    always @(posedge clk) begin
	if(curent_pos <=9 )
	begin
        if(send_flag == 1'b1)
            begin
                if(clk_counter == -1 )
                begin
				out_serial_bit = 1'b0 ;
                for (i = 1 ; i<=7 ; i= i +1)
                begin
                    if(send_data[i-1] == 1'b1)
                    begin
                      counter_even = counter_even +1;
                    end
                    data_reg [i]= send_data[i-1];
                end
                data_reg[0]= 1'b0;
                data_reg[9]= 1'b1 ;
                if (counter_even/2 == 0 )
                    data_reg[8] = 1'b0;
                else
                    data_reg[8] = 1'b1;
            end
            clk_counter = clk_counter + 1 ; 
            if(max_clk < clk_counter)
            begin
                out_serial_bit = data_reg[curent_pos];
                curent_pos = curent_pos + 1 ;
                clk_counter=0; 
            end
        end
    end 
	else 
		out_serial_bit = 1'b1;
    end
endmodule
### /design/flow/config.mk
export PLATFORM = sky130hd
export DESIGN_NAME = sender
export DESIGN_NICKNAME = sender
export VERILOG_FILES = /design/flow/design.v
export SDC_FILE = /design/flow/constraint.sdc
export NUM_CORES = 4
export LEC_CHECK = 1
export CORE_UTILIZATION = 50
### /design/flow/run.sh
#!/bin/bash
# OpenROAD 26Q1-2900-gdf79404cd8, Yosys 0.63+post, stock flow scripts
make -C /OpenROAD-flow-scripts/flow DESIGN_CONFIG=/design/flow/config.mk WORK_HOME=/design/flow/orfs finish
### /design/flow/constraint.sdc
current_design sender

set clk_period 15.3
set clk_io_pct 0.2

create_clock -name clk0 -period $clk_period [get_ports {clk}]

set non_clock_inputs [all_inputs -no_clocks]
set_input_delay [expr $clk_period * $clk_io_pct] -clock clk0 $non_clock_inputs
set_output_delay [expr $clk_period * $clk_io_pct] -clock clk0 [all_outputs]
==> results.cfg <==
; synthesis and place-and-route metrics
[outcome]
status = completed

[flow_run]
maxCapViolations = 0
warnings = 28

[floorplan]
coreArea_um2 = 25400
initCoreUtil_pct = 51.3
die_h_um = 163
die_area_um2 = 26700
fp-row-count = 58
die_x_um = 163
ios = 10

[pwr]
p_switching_uw = 179
p_int_uw = 477
combinationalPowerShare_pct = 13.5
clkPwrFrac_pct = 36.2
peakVddDrop_mv = 0.0498
swShare_pct = 27.3
p_leak_nw = 4.29
share_seq_of_total_power_pct = 50.3
cellPowerDensity_nw_per_um2 = 47.9

[placed_design]
dp_slack_ns = 1.01
numPortBuffers = 9
place_hpwl_mm = 27.0
routabilityCongestion = 0.961

[final_timing]
tns_ns = 0
rsz0062_at_grt = false
finalClockPeriodUsage_pct = 92.3
final_max_slew_viol_count = 0
period_needed_ns = 14.11
finClkSkew_ns = 0.0153
max_slew_margin_pct = 41.1
timing.final.hold_violations = 0
finalSetupViolCount = 0
tightest_slew_ns = 0.879
fmax_mhz = 70.9
layout_setup_ws_ns = 1.19

[routing]
wire_per_inst_um = 18.3
first_pass_iters = 7
wl_mm = 34.5
vias_per_cell = 6.17
drtIter0Drc = 807
antenna_left = 0
diodes = 0
drc = 0
vias = 11600

[finish]
fill_cells = 2350
layout-drive-gt1-share_pct = 7.47
area_delta_synth_final_pct = 5.05

[global_routing]
antenna_found_initial = 0
grt_pass1_vias = 10800
grt_pass1_wl_mm = 56.5
grt_start_max_net_pins = 43
grt_use_total_pct = 27.7
grt_overflow = 0

[clock_tree]
numCtsBuffers = 9
cts_hold_buf = 0
cts_num_sinks = 107
cts_tree = built
cts-root-buf = clkbuf_16
cts_buffer_depth = 2
cts.reportedPaths.clkPinSlew_ns = 0.09
cts_setup_buffers = 0
clock_latency_ns = 0.36
h-tree-depth = 3
postCtsResizedCells = 0

[worst_setup_path]
crit_arrival_ns = 14.21
worstPathRequired_ns = 15.40
worstPathMaxFanout = 15
slowest_stage = clkdlybuf4s50_1
end_kind = register
slowest_delay_ns = 0.84
start_kind = input port
crit_type = input port to register

[synth]
synthDistinctLibCells = 115
synth_area_um2 = 13000
synth_flop_count = 107
ff_type = edfxtp_1
syn-instance-count = 1570
yosys.area.top_type = edfxtp_1
yosysWarnings = 1
ys_cells = 1570
top_area_share_pct = 24.4
synth_area_per_cell_um2 = 8.30
top_cells_by_area = edfxtp_1 24%, xnor2_1 11%, xor2_1 5.2%, nor2_1 4.4%, nand3_1 3.7%
yosys.stat.seqShare_pct = 24.6
edf_count = 106
synth-area-yosys_um2 = 13000
synthArstFlopShare_pct = 0

[worst_hold_path]
hold_class = register to register
==> layout by cell type, fill, tap and decap left out, types with 11 or more instances in the layout <==
cell / instances
or3_1: 36
a21oi_1: 50
or4_1: 16
a21o_1: 13
xor2_1: 78
o211ai_1: 18
nor4_1: 38
ha_1: 14
and4_1: 19
o21ai_0: 35
nor2_1: 150
and2_1: 34
nor3_1: 60
buf_4: 13
mux2_2: 11
xnor2_1: 168
edfxtp_1: 106
and3_1: 35
a31oi_1: 20
mux2i_1: 13
inv_1: 35
a211oi_1: 15
o31ai_1: 12
nand2_1: 122
nand3_1: 97
nand4_1: 43
or2_2: 13
o21a_1: 11
==> metal layers <==
| metal | GRT usage [%] | wire length, um | up-vias |
|---|---|---|---|
| li1 | - | - | 5926 |
| met1 | 44.1 | 17100 | 5387 |
| met2 | 42.0 | 15100 | 269 |
| met3 | 3.85 | 1680 | 42 |
| met4 | 4.80 | 675 | 0 |
| met5 | 0 | 0 | - |
==> power by group through the flow <==
stage	Clock [mW]	Sequential, mW	Combinational [mW]
4_1_cts	0.246	0.330	0.0888
5_1_grt	0.255	0.331	0.0996
6_report	0.237	0.330	0.0883
==> metrics by stage <==
| stage | instances | power (mW) | hold WS, ns | utilization (%) | area, um2 |
|---|---|---|---|---|---|
| 6_report | 1883 | 0.656 | 0.546 | 53.9 | 13700 |
| 5_1_grt | 1883 | 0.685 | 0.588 | 53.9 | 13700 |
| 4_1_cts | 1883 | 0.664 | 0.552 | 53.9 | 13700 |
| 3_5_place_dp | 1867 | 0.425 | 0.528 | 52.7 | 13400 |
| 3_3_place_gp | 1867 | 0.423 | 0.526 | 52.7 | 13400 |
| 2_1_floorplan | 1570 | 0.403 | 0.502 | - | 13000 |
==> cell usage after synthesis, drive strengths merged, types with 8 or more instances <==
| master | number |
|---|---|
| o2111ai | 10 |
| nand2b | 10 |
| o31ai | 14 |
| buf | 20 |
| mux2 | 12 |
| mux2i | 13 |
| a21o | 13 |
| a211o | 9 |
| o22ai | 10 |
| a211oi | 15 |
| xor2 | 80 |
| nor4b | 10 |
| a21oi | 53 |
| nand2 | 122 |
| or3 | 36 |
| inv | 35 |
| or4 | 17 |
| and3 | 36 |
| nand4 | 47 |
| nor4 | 51 |
| nor2 | 152 |
| ha | 14 |
| and2 | 36 |
| o21a | 11 |
| o211ai | 20 |
| o31a | 9 |
| nor3 | 63 |
| nand3 | 98 |
| or2 | 19 |
| o21ai | 42 |
| nor3b | 8 |
| a41oi | 8 |
| a31oi | 22 |
| xnor2 | 175 |
| clkbuf | 35 |
| edfxtp | 106 |
| and4 | 19 |
| a2111oi | 8 |
==> path summary, 6_finish.rpt <==
| path | startpoint | end | slack (ns) | cells past startpoint |
|---|---|---|---|---|
| setup / recovery | send_data[0] | data_reg[8] | 1.19 | 34 |
| hold reg to reg | data_reg[9] | data_reg[9] | 0.55 | 1 |
| hold / removal | data_reg[9] | data_reg[9] | 0.55 | 1 |
| setup reg to reg | counter_even[0] | data_reg[8] | 3.67 | 33 |
==> logic make-up after synthesis <==
group	count (synthesis)	synth area share (%)
AND-OR/OR-AND	314	17.9
multiplexers	26	2.21
XOR/XNOR	260	18.6
buffers and inverters	90	2.89
adder cells (fa/ha/maj)	15	1.42
flip-flops	107	24.6
AND/OR/NAND/NOR	758	32.4
==> cell type report <==
class                           instances  area, um2  area share, %
Clock inverter                          7       68.8          0.503
Inverter                               35        131          0.960
Timing Repair Buffer                   22        188           1.37
Sequential cell                       107       3200           23.4
Clock buffer                            9        225           1.65
Multi-Input combinational cell       1373       9450           69.1
Tap cell                              330        413           3.02
==> critical path, delay by kind of cell <==
kind                     cells  cell delay (ns)
AND-OR/OR-AND               10             3.09
XOR/XNOR                     3             0.94
adder cells (fa/ha/maj)      2             0.38
buffers and inverters        1             0.84
multiplexers                 2             0.75
AND/OR/NAND/NOR             16             5.13
Power and IR drop assume default switching activity.
