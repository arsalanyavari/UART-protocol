**design/flow/design.v**
```verilog
module reciever (
    clk,
    recieve_bit,
    out,
    broken
);
    input clk;
    input wire recieve_bit;
    reg recieve_flag = 1'b0 ;
	reg  parity, end_bit, start_bit;
    reg [6:0] packet;  
    output reg [6:0] out;
    output reg broken = 0;
    integer cnt = 0 ;  
    integer i;  
	parameter bowd_rate = 9600 ; 
    parameter clk_length = 60;
    integer max_clk = ((1000000000/bowd_rate) / clk_length);
    integer clk_cnt = 0;
    integer sum= 0 ;
    always @(posedge clk) begin
        start_bit = recieve_bit;
        if(start_bit == 1'b0)
        begin
            recieve_flag = 1'b1;
        end
        if (recieve_flag == 1'b1) begin
            if(clk_cnt >= max_clk)
            begin
            if(cnt==7)
            begin
                parity = recieve_bit;
                clk_cnt = 0;
            end
            else if(cnt == 8)
            begin
                end_bit = recieve_bit;
                for(i = 0; i < 7; i = i + 1)
                    if(packet[i] == 1'b1)
                        sum = sum + 1;
                if(parity == 1'b1)
                    sum = sum + 1;
                if(sum%2 == 0)
                begin
                    for(i = 0; i < 7; i = i + 1)
                        out[i] = packet[i];
                end
                else
                    broken = 1'b1;
                clk_cnt =0;
                recieve_flag = 1'b0;
            end
            else
            begin
                packet[cnt] = recieve_bit;
                clk_cnt = 0;
                cnt = cnt+1;
            end
            end
        clk_cnt = clk_cnt + 1;
        end 
    end
endmodule
```
**design/flow/run.sh**
```bash
#!/bin/bash
# OpenROAD 26Q1-2900-gdf79404cd8, Yosys 0.63+post, stock flow scripts
make -C /OpenROAD-flow-scripts/flow DESIGN_CONFIG=/design/flow/config.mk WORK_HOME=/design/flow/orfs finish
```
**design/flow/constraint.sdc**
```tcl
current_design reciever

set clk_period 9.2
set clk_io_pct 0.2

create_clock -name clk0 -period $clk_period [get_ports {clk}]

set non_clock_inputs [all_inputs -no_clocks]
set_input_delay [expr $clk_period * $clk_io_pct] -clock clk0 $non_clock_inputs
set_output_delay [expr $clk_period * $clk_io_pct] -clock clk0 [all_outputs]
```
**design/flow/config.mk**
```make
export PLATFORM = sky130hd
export DESIGN_NAME = reciever
export DESIGN_NICKNAME = reciever
export VERILOG_FILES = /design/flow/design.v
export SDC_FILE = /design/flow/constraint.sdc
export NUM_CORES = 4
export LEC_CHECK = 1
export CORE_UTILIZATION = 50
```
==> run_results.csv <==
group,metric,value,unit
setup_path,startpoint_type,"register",
synth,synth-async-reset-ratio,0,
drt,num_vias,3957,
synth,ys_types,64,
clock_tree,clkSinkCount,82,
sta,setup_slack,4.94,ns
synth,edf_count,81,
sta,rsz0062_at_grt,"false",
synth,synth-seq-area-share,0.466,
grt,grt_max_degree,40,
placed_design,hpwl,7290,um
finish,final_util,0.551,
drt,wl_per_cell,15.9,um
outcome,status,"complete, no violations",
synth,ys.flop_type,"edfxtp_1",
synth,yosys-stat-cells,530,
die,fp-row-count,37,
synth,avgSynthCellArea,9.94,sq um
setup_path,path_max_fanout,14,
sta,final-hold-violation-count,0,
die,die_y,105,um
job,warnings,26,
die,die_w,105,um
sta,setup_viol,0,
finish,fin_area,0.00566,sq mm
setup_path,critical_path_class,"reg2reg",
drt,first_pass_iters,4,
sta,tns,0,ns
die,io_pins,10,
finish,lay_top_count,"edfxtp_1",
finish,area_delta_synth_final,7.53,%
placed_design,dpl_cell_area,0.00546,sq mm
finish,drive_above_1_share,0.0623,
pwr,leakagePower,1.80,nW
die,die_area,0.0109,sq mm
drt,route.detailed.drc,0,
setup_path,cp-end-kind,"register",
sta,fmax,0.235,GHz
grt,grt_pass1_vias,3657,
grt,grt_pass1_wl,18100,um
synth,yosysWarnings,1,
placed_design,pre_cts_ws,5.02,ns
worst_hold_path,hold_path_class,"reg2reg",
synth,ys_area,0.00527,sq mm
clock_tree,insertion_delay,0.36,ns
drt,totalWireLength,10600,um
clock_tree,cts_buffer_depth,2,
synth,synthCells,530,
sta,final_max_slew_viol_count,0,
sta,finalCritPeriodShare,0.463,
pwr,power,0.846,mW
synth,synth_area,0.00527,sq mm
placed_design,io_buffers,9,
clock_tree,cts_inserted_buffers,9,
setup_path,reg2reg_depth,10,
die,core_area,0.0103,sq mm
grt,track_usage,0.214,
sta,timing.max_slew.rel_slack,0.531,
worst_hold_path,hold_depth,0,
drt,ant_nets,0,
sta,fin_crit,4.26,ns
drt,num_antenna_cells,0,
clock_tree,ctsHoldBuffers,0,
setup_path,cp.required,9.31,ns
die,fp_util,0.512,
finish,layout.cells.most_common_list,"edfxtp_1, nor2_1, xnor2_1",
clock_tree,root_buffer,"clkbuf_8",
drt,vias_per_cell,5.94,
sta,fin_worst_skew,0.0109,ns
job,max_cap_violations,0,
synth,ys.flops,82,
pwr,ir_drop,96.2,uV
clock_tree,tritoncts,"yes",
grt,antenna_found_initial,0,
clock_tree,cts_setup_buffers,0,
clock_tree,cts_resized,0,
pwr,p_per_area,149,mW/mm^2
drt,drtIter0Drc,175,
placed_design,gp_congestion,1.00,
grt,grt_overflow,0,
sta,worstMarginPinSlew,0.698,ns
clock_tree,path_clk_slew,0.09,ns
clock_tree,h-tree-depth,3,
finish,fill_cells,895,
setup_path,cp_data_arrival_time,4.36,ns
[cells by family (layout without fill, tap and decap cells)]
group | Yosys count | after routing | share of synthesized area
simple gates | 249 | 249 | 0.255
flops | 82 | 82 | 0.466
xor+xnor | 76 | 76 | 0.126
compound gates | 69 | 69 | 0.0936
buf+inv | 40 | 40 | 0.0306
mux | 10 | 10 | 0.0211
fa+ha+maj | 3 | 3 | 0.00713
other cells | 1 | 1 | 0.000712
[sequential cells by signal, indices dropped and copies added (netlist names)]
name and cells:
recieve_flag 1, sum 1, broken 1, parity 1, packet 7, clk_cnt 32, cnt 32, out 7
[path summary, 6_finish.rpt]
path / startpoint / end / slack [ns]
hold / removal: packet[6] / out[6] / 0.51
setup / recovery: cnt[0] / packet[2] / 4.94
setup reg to reg: cnt[0] / packet[2] / 4.94
hold reg to reg: packet[6] / out[6] / 0.51
[critical path, stage by stage, from the launching register on]
cell,delay (ns)
edfxtp_1,0.58
inv_1,0.14
ha_1,0.37
or4b_1,0.64
nor4_4,0.39
a41o_1,0.26
o21ai_1,0.07
or4_4,0.44
a2111oi_4,0.60
nand4_1,0.17
mux2_1,0.34
[report_power, final]
part           internal [mW]  switching, mW  total, mW
clock network          0.128          0.139      0.266
registers              0.440         0.0363      0.476
logic                 0.0446         0.0596      0.104
[synthesized netlist by cell type, drive strengths merged, types with 6 or more instances]
library cell | number | area (sq um)
and3 | 14 | 87.6
nand2 | 40 | 150
nor2b | 8 | 50.1
xnor2 | 47 | 412
nand4 | 19 | 119
a21oi | 11 | 55.1
or3 | 8 | 50.1
mux2 | 9 | 101
nand2b | 6 | 37.5
o21ai | 19 | 95.1
nor4 | 21 | 153
clkbuf | 25 | 95.1
or4 | 10 | 86.3
nand3 | 28 | 140
nor2 | 52 | 195
inv | 10 | 37.5
xor2 | 29 | 254
nor3 | 26 | 130
edfxtp | 81 | 2430
[per-layer routing]
metal / vias up / global-route usage / wire length, um
li1: 1976 / - / -
met1: 1852 / 0.355 / 4980
met2: 113 / 0.320 / 4820
met3: 16 / 0.0368 / 556
met4: 0 / 0.0372 / 204
met5: - / 0 / 0
[metrics by stage]
| step | std cells | hold slack, ns |
|---|---|---|
| 2_1_floorplan | 530 | 0.467 |
| 3_3_place_gp | 650 | 0.485 |
| 3_5_place_dp | 650 | 0.484 |
| 4_1_cts | 666 | 0.505 |
| 5_1_grt | 666 | 0.521 |
| 6_report | 666 | 0.505 |
[area by class of cell]
class,instances,area [sq um],share of cell area
Clock buffer,9,124,0.0219
Clock inverter,7,77.6,0.0137
Inverter,10,37.5,0.00663
Multi-Input combinational cell,408,2670,0.472
Sequential cell,82,2450,0.433
Tap cell,136,170,0.0300
Timing Repair Buffer,14,128,0.0225
Power is estimated from default activity; no workload was simulated.
